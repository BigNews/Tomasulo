==> design.v <==
`timescale 1ns / 10ps
`timescale 1ns / 10ps
`timescale 1ns / 10ps
module ReorderBuffer(
					input wire clk,					
					input wire[5:0] issue_opType, 
					input wire[31:0] issue_data2, input wire[31:0] issue_pc, 
					input wire[4:0] issue_destReg,	
					input wire issueValid,
					input wire[5:0] indexIn, output reg[31:0] result, output reg readyOut,	output reg available, 
					input wire[31:0] trans, input wire[31:0] offset,
					output reg[31:0] destOut,  output reg[31:0] valueOut, output reg avail, 
					output reg statusWriteEnable, output reg[5:0] statusWriteIndex, output reg[5:0] statusWriteData,
					input wire[1:0] branchPrediction,
					output reg[31:0] branchAddr,
					output reg[31:0] branchWriteAddr, output reg branchWriteEnable, output reg[1:0] branchWriteData,
					output reg[31:0] issueNewPC, output reg issueNewPCEnable, output reg resetAll
					 );
	parameter addOp = 6'b000000;
	parameter addiOp = 6'b000001;
	parameter subOp = 6'b000010;
	parameter sllOp = 6'b000011;
	parameter srlOp = 6'b000100;
	parameter mulOp = 6'b000101;
	parameter lwOp = 6'b000110;
	parameter swOp = 6'b000111;
	parameter bneOp = 6'b001000;
	reg[31:0]	instAddr[0:15];
	reg[5:0] 	opcode[0:15];
	reg[31:0] 	value[0:15];
	reg[31:0] 	dest[0:15];
	reg 		ready[0:15];
	reg[1:0]	tempPrediction;
	reg[4:0] count;
	reg[4:0] head, tail;
	integer i;
	initial begin
		head = 5'b00000;
		tail = 5'b00000;
		issueNewPCEnable = 1'b0;
		for (i = 0; i < 15; ++i) begin
			opcode[i] = 6'b000000;
			value[i] = 32'h00000000;
			dest[i] = 32'h00000000;
			ready[i] = 1'b0;
			instAddr[i] = 32'h00000000;
		end
		count = 5'b00000;
		available = 1'b1;
	end
	always @(posedge issueValid) begin
		count = count + 1;
		if (count >= 16) available = 0;
		opcode[tail] = issue_opType;
		instAddr[tail] = issue_pc;
		ready[tail] = 1'b0;
		case (issue_opType)
			addOp, subOp, sllOp, srlOp, mulOp: begin
				dest[tail] = {27'b0, issue_destReg};
			end
			addiOp, lwOp: begin
				dest[tail] = {27'b0, issue_destReg};
			end
			swOp: begin
			end
			bneOp: begin
				dest[tail] = issue_data2;
			end
		endcase
		tail = tail + 1;
		if (tail >= 16) tail = tail - 16;
	end
	always @(posedge clk) begin
		#120 begin
			resetAll = 0;
			statusWriteEnable = 1'b0;
			branchWriteEnable = 1'b0;
			issueNewPC = 1'b0;
			branchAddr = 32'hFFFFFFFF;
			if (ready[head] == 1'b1) begin
				case (opcode[head])
					addOp, subOp, sllOp, srlOp, mulOp, addiOp, lwOp: begin
						statusWriteIndex = dest[head][5:0];
						statusWriteData = 5'b10000;
						statusWriteEnable = 1'b1;
					end
					swOp: begin
					end
					bneOp: begin
						branchAddr = instAddr[head];
						#1  begin
							tempPrediction = branchPrediction;
							if ((tempPrediction <= 1 && value[head] != 0) || (tempPrediction >= 2 && value[head] == 0)) begin
								for (i = 0; i < 32; ++i) begin
									statusWriteIndex = i[5:0];
									statusWriteData = 5'b10000;
									statusWriteEnable = 1'b1;
									#1 statusWriteEnable = 1'b0;
								end
								resetAll = 1;
								resetAll = 0;
								tail = head + 1;
								if (tail >= 16) tail = tail - 16;
								if (tempPrediction <= 1) begin
									branchWriteData = {tempPrediction[0:0], 1'b1};
									issueNewPC = dest[head];
								end
								else begin
									branchWriteData = {tempPrediction[0:0], 1'b0};
									issueNewPC = instAddr[head] + 1;
								end
								branchWriteAddr = instAddr[head];
								branchWriteEnable = 1'b1;
							end
							else begin
								if (tempPrediction <= 1) begin
									branchWriteData = {tempPrediction[0:0], 1'b0};
								end
								else begin
									branchWriteData = {tempPrediction[0:0], 1'b1};
								end
								branchWriteAddr = instAddr[head];
								branchWriteEnable = 1'b1;
							end
						end
					end
				endcase
			end
			statusWriteEnable = 1'b0;
			branchWriteEnable = 1'b0;
			resetAll = 0;
		end
	end
	always @(indexIn) begin
		if (indexIn === 16) begin
			result = 32'bzzzzzzzzzzzzzzzzzzzzzzzzzzzzzzzz;
		end
		else begin
			result = value[indexIn];
		end
	end
endmodule
==> run.sh <==
#!/bin/bash
# OpenROAD 26Q1-2900-gdf79404cd8, Yosys 0.63+post, stock flow scripts
make -C /OpenROAD-flow-scripts/flow DESIGN_CONFIG=/design/flow/config.mk WORK_HOME=/design/flow/orfs finish
==> config.mk <==
export PLATFORM = sky130hd
export DESIGN_NAME = ReorderBuffer
export DESIGN_NICKNAME = ReorderBuffer
export VERILOG_FILES = /design/flow/design.v
export SDC_FILE = /design/flow/constraint.sdc
export NUM_CORES = 4
export LEC_CHECK = 1
export CORE_AREA = 10 10 146 146
export DIE_AREA = 0 0 156 156
==> constraint.sdc <==
current_design ReorderBuffer

set clk_period 1.5
set clk_io_pct 0.2

create_clock -name clk0 -period $clk_period [get_ports {clk}]
create_clock -name clk1 -period $clk_period [get_ports {issueValid}]

set non_clock_inputs [all_inputs -no_clocks]
set_input_delay [expr $clk_period * $clk_io_pct] -clock clk0 $non_clock_inputs
set_output_delay [expr $clk_period * $clk_io_pct] -clock clk0 [all_outputs]
==> run summary <==
From the run reports.

- The floorplan step set the die height to 156 um.
- The number of synthesis warnings reads 77.
- The max-cap check violation count reads 0.
- The worst setup timing slack at the placement stage reads 0.376 ns.
- The total power density per cell area reads 468 nW/um2.
- The worst setup skew after layout reads 0.00366 ns.
- The source of the worst register-to-register timing path is count[0].
- Along the worst hold path, the cell count comes to 1.
- The die area is 24300 um2.
- The site row count reads 49.
- The number of gates resized after cts is 0.
- The total antenna diodes in the routed design reads 0.
- The startpoint of the worst hold path reads count[0].
- The endpoint class of the critical path is an output port.
- VDD sags by at most 303 uV.
- The number of antenna violations at the first check in global routing is 0.
- The floorplan die width reads 156 um.
- After detailed routing, the wire length on met1 is 1.25 mm.
- Across all layers, the routed design uses 672 vias.
- The total track usage is 1.86%.
- The simple-gate share of the synthesized area is 0.562%.
- Setup repair after global routing left no endpoint under its margin.
- The run finished with clean final reports.
- The amount of wire on met3 after detailed routing reads 601 um.
- The total of fill cells in the finished design is 2104.
- After floorplanning, the core was sized to cover 18100 um2.
- The final layout contains routed wiring with a total length of 3.10 mm.
- For this run, the slowest stage of the critical path takes 0.48 ns.
- The synthesized netlist devotes 0% of its cell area to compound gates.
- The final setup TNS reads 0 ns.
- The area fraction in mux cells reads 0%.
- The via count of the first global-routing pass reads 974.
- The end point of the most critical hold path reads count[0].
- The data arrival time of the critical path reads 1.02 ns.
- The timing report notes that buffer and inverter cells on the critical path total 1.
- The cell sequence reported for the critical path is clkdlybuf4s50_1.
- CTS reports a maximum clock tree buffer depth of 2.
- The number of design rule violations left after detail routing reads 0.
- The post-route netlist has 1.30% of its cells at a drive strength greater than 1.
- The initial core utilization reads 9.85%.
- Per the OpenROAD power report, leakage power amounts to 0.804 nW.
- The total length of routed met2 wires is 1.20 mm.
- In this run the count of I/O pins placed on the die edge is 362.
- The synthesis area per yosys reads 1780 um2.
- The placer's final routability congestion estimate is 0.591.
- The required time reported for the critical path endpoint reads 1.20 ns.
- The first TritonRoute pass finished after 2 iterations.
- The count of hold buffers inserted by post-cts repair is 0.
- The slack of the worst reg-to-reg path reads 0.37 ns.
- Per STA, the worst path accumulates the most delay in the family buffers and inverters.
- The most common cell after layout, fill and taps aside reads conb_1.
- The detailed-placement wirelength estimate reads 3.01 mm.
- Pins over their slew limit in the final report were tallied at 0.
- The slowest cell on the critical path reads clkdlybuf4s50_1.
- The total congestion overflow after global routing reads 0.
- The total design power is 636 uW.
- Per the Yosys statistics, synthesis produced 227 cells.
- The area share of xor/xnor cells in the synthesized design reads 1.47%.
- The number of endpoints failing setup at the final stage is 0.
- The count of antenna-violating nets left after detailed routing reads 0.
- The mean instance size in the synthesized netlist is 7.85 um2.
- The adder-cell area share of the yosys netlist is 0.702%.
- After detailed routing, no signal wire sits above met4.
- The final-report hold violation count is 0.
- TritonRoute output was used to compute an average wire per cell of 6.73 um.
- The warning total across the stage logs reads 174.
- Per Yosys stat, the portion of area used by sequential elements is 7.30%.
- Of the combinational cells, the family taking the most area is buffers and inverters.
- Counting flops and latches in the post-synthesis netlist gives 6.
- The pin count of the biggest net entering global routing is 5.
- The count of routing violations after the opening detailed-route iteration reads 5.
- The first global-routing pass estimated 3.97 mm of wire.
- The largest driver fanout on the critical path is 1.
- The top cell types in the final layout, fill and taps aside, are conb_1 (213), dfxtp_1 (5), clkbuf_16 (3).
- Per the CTS log, the root buffer master is clkbuf_16.
- The distinct cell type count after synthesis reads 9.
- The post-synthesis instance area is 1780 um2.
- Ranked by total cell area, the synthesized netlist is headed by buf_4 (89%), dfxtp_1 (5.6%), edfxtp_1 (1.7%).
- Synthesis produced 227 cells.
- The clock-pin transition on the worst setup and hold timing paths is 0.03 ns.
- The synthesized design spends more area on one cell type than any other, namely buf_4.
- Between the synthesized netlist and the finished layout, the area growth was recorded as -23.8%.
- After detailed routing, the number of vias per cell comes to 1.46.
- The number of setup buffers added after CTS reads 0.
- The path class of the tightest hold or removal check is flop to flop.
- The number of clock sinks reads 6.
- The count of buffers added on input and output ports is 1.
- The category of the most critical setup path reads flop to output port.
- Buffers inserted during clock tree synthesis total 3.
- The worst setup path is launched from a flop.
- Setup slack closes at 0.184 ns.
- The area share of the largest cell type after synthesis is 89.3%.
- The endpoint of the worst register-to-register path is available.
- The CTS tree reads done.
- The number of gates on the worst path with buffers counted reads 1.
- The worst-case reg-to-reg path depth is 3.
- The H-tree level count is 1.
area by class of cell:
type | count | area [um2] | share of cell area [%]
multi-input combinational | 219 | 848 | 62.5
tap | 229 | 287 | 21.1
sequential | 6 | 130 | 9.59
clock buffer | 4 | 78.8 | 5.81
timing repair buffer | 1 | 10.0 | 0.737
inverter | 1 | 3.75 | 0.276
where the power goes:
part,internal [mW],switching [mW],leakage [nW]
combinational,0,0.0383,0.716
clock,0.352,0.0812,0.0382
sequential,0.165,0,0.0492
routing by layer:
metal	track usage, %	vias up
li1	-	266
met3	1.54	2
met4	0.405	0
met2	2.81	143
met1	1.97	261
met5	0	-
cell families after synthesis:
family	after synthesis
other	2
xor gates and xnor gates	3
buffers and inverters	213
and+or+nand+nor	2
adders and majority gates	1
DFF	6
through the flow:
step           util (%)  hold slack, ns  instance area (um2)  std cells
2_1_floorplan         -           0.370                 2570        438
3_3_place_gp       7.07           0.380                 1280        456
3_5_place_dp       7.07           0.386                 1280        456
4_1_cts            7.51           0.403                 1360        460
5_1_grt            7.51           0.409                 1360        460
6_report           7.51           0.397                 1360        460
cells in the mapped netlist:
library cell and number:
buf_4 212, dfxtp_1 5, edfxtp_1 1, nand3_1 2, xor2_1 1, conb_1 2, ha_1 1, inv_1 1
xnor2_1 2
flip-flops by register name (all words and copies together) (netlist names):
signal     cells
count          5
available      1
worst max-delay path by stage:
stage | from | to
final | available | available
after CTS | available | available
after global routing | available | available
Power is estimated from default activity; no workload was simulated.
